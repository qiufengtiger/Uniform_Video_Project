`./design.v`:
```
module counter(
	input clk,
	input en,
	input reset,
	output reg [8 : 0] cnt
    );
	always @(posedge clk)
		if(reset)
			cnt <= 0;
		else if(en)
			cnt <= cnt + 1'd1;
endmodule
module tracking_module(
	input clk4mhz,
	input csync,
	input vsync,
	input isTarget,
	input [8 : 0] lineCount,
	input [8 : 0] columnCount,
	input en,
	input xCounterEn,
	output reg azResult,
	output reg elResult
    );
	wire [2 : 0] threshold;
	wire targetLineCtrEn;
	wire targetColumnCtrEn;
	wire [8 : 0] numLine;
	wire [8 : 0] numColumn;
	reg [8 : 0] targetLineCenter;
	reg [8 : 0] targetColumnCenter;
	assign threshold = 5'd5;
	counter targetColumnCtr(.clk(clk4mhz), .en(isTarget), .reset(~isTarget | ~xCounterEn), .cnt(numColumn));
	counter targetLineCtr(.clk(csync), .en((numColumn > columnThreshold)), .reset(~(numColumn > columnThreshold) | ~en), .cnt(numLine));
	always@(clk4mhz) begin
		if((numColumn > threshold)) begin
			targetColumnCenter = columnCount - (numColumn / 2);
		end
	end
	always@(csync) begin
		if((numLine > threshold)) begin
			targetLineCenter = lineCount - (numLine / 2);
		end
	end
	always@(vsync) begin
		if (~vsync) begin
			azResult = (targetColumnCenter < 120);
			elResult = (targetLineCenter < 131);
		end
	end
endmodule
```
`./run.sh`:
```
#!/bin/bash
# OpenROAD 26Q1-2900-gdf79404cd8, Yosys 0.63+post, stock flow scripts
make -C /OpenROAD-flow-scripts/flow DESIGN_CONFIG=/design/flow/config.mk WORK_HOME=/design/flow/orfs finish
```
`./config.mk`:
```
export PLATFORM = sky130hd
export DESIGN_NAME = tracking_module
export DESIGN_NICKNAME = tracking_module
export VERILOG_FILES = /design/flow/design.v
export SDC_FILE = /design/flow/constraint.sdc
export NUM_CORES = 4
export LEC_CHECK = 1
export CORE_AREA = 10 10 113 113
export DIE_AREA = 0 0 123 123
```
`./constraint.sdc`:
```
current_design tracking_module

set clk_period 3.1
set clk_io_pct 0.2

create_clock -name clk0 -period $clk_period [get_ports {clk4mhz}]
create_clock -name clk1 -period $clk_period [get_ports {csync}]

set non_clock_inputs [all_inputs -no_clocks]
set_input_delay [expr $clk_period * $clk_io_pct] -clock clk0 $non_clock_inputs
set_output_delay [expr $clk_period * $clk_io_pct] -clock clk0 [all_outputs]
```
==> out/results.env <==
GRT-OVFL-TOTAL=0
SYNTH_CHIP_AREA_UM2=1733
POST-DP-HPWL_UM=2981
SYNTH_FLOPS=35
VIAS=1384
NUMBER_OF_VIAS_PER_CELL=3.761
DIE-AREA_UM2=15130
FINAL_CORE_UTILIZATION_PCT=21.63
START_KIND='primary input'
WORST-SLEW-PIN-TRANSITION_NS=0.6401
YS_CELLS=200
WIRE_PER_INST_UM=9.614
POWER.DENSITY_nW_PER_UM2=295.5
POWER.SHARE.COMBINATIONAL_PCT=18.2
CPMOSTUSEDCELL='sky130_fd_sc_hd__and3_1'
PWR-SHARE-CLK_PCT=40.3
COUNT_OF_UNCLOCKED_REGISTER_OR_LATCH_PINS=17
WORSTHOLDPATHTYPE='flop to flop'
GRT_PASS1_VIAS=1312
OPENROAD_WARNING_COUNT=29
POWER.INTERNAL_mW=0.5112
GRT_MAX_DEGREE=10
RSZ0062_AT_GRT='false'
DETAILEDROUTE.FIRSTITERATIONVIOLATIONS=54
CTSHOLDBUFFERS=0
FP.DIEH_UM=123
GRTUSAGETOTAL_PCT=4.730
SYN_TO_FINAL_GROWTH_PCT=28.88
UNCONSTRAINED_ENDPOINTS=19
SYNTHESIS.AREA_UM2=1733
LAYOUT-DRIVE-GT1-SHARE_PCT=5.172
PORT_BUFFERS=24
CLKTRANSATPATHREGS_NS=0.04
CP_CELL_SEQUENCE='clkdlybuf4s50_1, and3_1, and3_1, nor2b_1, xnor2_1, nor2_1'
MAPPED_AVG_CELL_AREA_UM2=8.665
LAY_TOP_COUNT='sky130_fd_sc_hd__nor2_1'
DETAIL_ROUTE.FIRST_PASS.ITERATIONS=4
CPMAXSTAGEDELAYCELL='sky130_fd_sc_hd__clkdlybuf4s50_1'
POWER.NET_SWITCHING_mW=0.1488
CTS_TREE='yes'
FINALCLOCKSKEW_NS=0.005995
TIMING.CRITICAL_PATH.SLOWEST_CELL_DELAY_NS=0.49
POST-ROUTE-CELL-AREA_UM2=2233
SYNTH.YOSYS.WARNINGS=4
WL_UM=3538
YS.FLOP_TYPE='sky130_fd_sc_hd__dfxtp_1'
SLEW_HEADROOM_PCT=57.04
FINAL_REPLACE_WEIGHTED_CONGESTION=0.8335
IR_WORST_VDD_mV=0.1068
FINAL-MAX-SLEW-VIOLATION-COUNT=0
DIE_W_UM=123
STATUS='finished, final reports clean'
DRTANTENNAVIOLNETS=0
POWER.STATIC_LEAKAGE_nW=0.8252
PLACED_AREA_UM2=2143
DIODES=0
SETUP_TOTAL_NEGATIVE_SLACK_NS=0
POSTSYNTH.ASYNCRESETSHARE_PCT=0
DESIGN.PORTCOUNT=26
FINALSETUPVIOLATIONS=0
CORE_UTIL_FLOORPLAN_PCT=16.79
DETAILEDPLACE.WORSTSLACK_NS=1.130
NUMPLACEDINSTANCES=360
WORST-ENDPOINT-REQUIRED_NS=3.21
WORST_EP_ARRIVAL_TIME_NS=1.83
MAXCAPVIOLCOUNT=0
GRT_ANTENNA_BEFORE_REPAIR=0
FP.COREAREA_UM2=10320
SYN_INST=200
SYNTH-EDFF-COUNT=0
WORST-SETUP-PATH-TYPE='primary input to flop'
CP-END-KIND='flop'
FINAL-HOLD-VIOLATION-COUNT=0
LAYOUT.CELLS.MOST_COMMON_LIST='sky130_fd_sc_hd__nor2_1, sky130_fd_sc_hd__clkdlybuf4s50_1, sky130_fd_sc_hd__xnor2_1'
FINALNONFILLERCELLS=368
DRC=0
GRT_FIRST_PASS_WIRELENGTH_UM=5975
YOSYSUNIQUECELLTYPES=36
FLOORPLAN_ROW_COUNT=37
POST_CTS.REPAIR.SETUP_BUFFERS=0
POST_CTS.RESIZED_INSTANCES=0
POST-ROUTE-WORST-SETUP-SLACK_NS=1.381
POWER_FRAC_SEQ_PCT=41.4
TIMING.CRITICAL_PATH.FANOUT_MAX=3
NETSWITCHINGFRACTION_PCT=22.54
## flip-flops by register name (all words and copies together) (netlist names)
name and flops:
targetLineCtr.cnt 9, targetColumnCtr.cnt 9, targetLineCenter 9, elResult 1
targetColumnCenter 6, azResult 1
## kinds of logic (layout without fill, tap and decap cells)
logic type / count (synthesis) / count (layout) / share of synthesized area [%]
xor gates and xnor gates: 26 / 26 / 13.14
buffers and inverters: 22 / 54 / 4.765
adders and majority gates: 21 / 21 / 15.60
latches: 17 / 17 / 14.73
DFF: 18 / 18 / 20.79
and+or+nand+nor: 72 / 72 / 20.87
AOI/OAI and AO/OA: 24 / 24 / 10.11
## final cells by class
type	instances	area, µm²
Tap cell	136	170.2
Fill cell	1085	8090
Sequential cell	35	615.6
Timing Repair Buffer	24	240.2
Clock buffer	8	90.09
Inverter	22	82.58
Multi-Input combinational cell	143	1035
## critical path: cells and delay by family
family	cells	cell delay (ns)
simple gates	4	0.57
buf+inv	1	0.49
xor+xnor	1	0.14
## layer usage
metal | global-route usage [%] | share of wire, %
met1 | 6.522 | 50
met2 | 7.430 | 45
met3 | 1.156 | 3.4
met4 | 0.9461 | 1.4
met5 | 0 | 0
## power by group through the flow
stage	registers [mW]	clock network (mW)	logic, mW
4_1_cts	0.273	0.274	0.123
5_1_grt	0.275	0.287	0.137
6_report	0.273	0.266	0.120
## cells in the mapped netlist, types with 2 or more instances
master | count | area share [%]
sky130_fd_sc_hd__nand3_1 | 10 | 2.9
sky130_fd_sc_hd__nor2_1 | 28 | 6.1
sky130_fd_sc_hd__nand4_1 | 2 | 0.72
sky130_fd_sc_hd__o21ai_0 | 4 | 1.2
sky130_fd_sc_hd__a211oi_1 | 2 | 0.87
sky130_fd_sc_hd__and3_1 | 3 | 1.1
sky130_fd_sc_hd__and2_1 | 2 | 0.72
sky130_fd_sc_hd__nor3_1 | 4 | 1.2
sky130_fd_sc_hd__xnor2_1 | 23 | 12
sky130_fd_sc_hd__a21oi_1 | 8 | 2.3
sky130_fd_sc_hd__ha_1 | 20 | 14
sky130_fd_sc_hd__nand2_1 | 6 | 1.3
sky130_fd_sc_hd__xor2_1 | 3 | 1.5
sky130_fd_sc_hd__and4_1 | 2 | 1.0
sky130_fd_sc_hd__inv_1 | 22 | 4.8
sky130_fd_sc_hd__nand2b_1 | 2 | 0.72
sky130_fd_sc_hd__nor2b_1 | 4 | 1.4
sky130_fd_sc_hd__dlxtn_1 | 17 | 15
sky130_fd_sc_hd__nor4_1 | 4 | 1.4
sky130_fd_sc_hd__dfxtp_1 | 18 | 21
## path summary, 6_finish.rpt
check,end,cells past startpoint,slack [ns],from
setup / recovery,targetColumnCtr.cnt[7],6,1.38,isTarget
hold / removal,targetColumnCtr.cnt[0],1,0.48,targetColumnCtr.cnt[0]
setup reg to reg,targetLineCtr.cnt[8],6,1.51,targetLineCtr.cnt[1]
hold reg to reg,targetColumnCtr.cnt[0],1,0.48,targetColumnCtr.cnt[0]
max in group clk1,targetLineCtr.cnt[8],6,1.51,targetLineCtr.cnt[1]
min in group clk1,targetLineCtr.cnt[0],1,0.49,targetLineCtr.cnt[0]
## metrics by stage
stage	hold WS [ns]	total power, mW
after floorplan	0.4446	0.3484
after global placement	0.4586	0.3976
after detailed placement	0.4741	0.3998
after CTS	0.4843	0.6703
after global routing	0.5159	0.6983
final	0.4818	0.6600
Power is estimated from default activity; no workload was simulated.
