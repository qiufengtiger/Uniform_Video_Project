### design/flow/config.mk
export PLATFORM = sky130hd
export DESIGN_NAME = cpld_toplevel
export DESIGN_NICKNAME = cpld_toplevel
export VERILOG_FILES = /design/flow/design.v
export SDC_FILE = /design/flow/constraint.sdc
export NUM_CORES = 4
export LEC_CHECK = 1
export CORE_UTILIZATION = 40
### design/flow/constraint.sdc
current_design cpld_toplevel

set clk_period 5.2
set clk_io_pct 0.2

create_clock -name clk0 -period $clk_period [get_ports {clk4mhz}]
create_clock -name clk1 -period $clk_period [get_ports {csync}]

set non_clock_inputs [all_inputs -no_clocks]
set_input_delay [expr $clk_period * $clk_io_pct] -clock clk0 $non_clock_inputs
set_output_delay [expr $clk_period * $clk_io_pct] -clock clk0 [all_outputs]
### design/flow/design.v
module counter(
	input clk,
	input en,
	input reset,
	output reg [8 : 0] cnt
    );
	always @(posedge clk)
		if(reset)
			cnt <= 0;
		else if(en)
			cnt <= cnt + 1'd1;
endmodule
module cpld_toplevel(
	input vsync,
	input burst,
	input field,
	input csync,
	input clk4mhz,
	input gclk2,
	inout [33 : 27] io,
	output gate_b,
	output gate_w,
	output [1 : 0] led
	);
	wire isTarget;
	wire [8 : 0] lineCount;
	wire [8 : 0] columnCount;
	reg [5 : 0] numColumn;
	reg targetDetected;
	reg refreshed;
	reg [8 : 0] targetLine;
	reg [8 : 0] targetColumn;
	reg azOut;
	reg elOut;
	reg azSpeed;
	reg elSpeed;
	reg azScanDir;
	reg elScanDir;
	counter lineCounter(.clk(csync), .en(~vsync), .reset(vsync), .cnt(lineCount));
	counter columnCounter(.clk(clk4mhz), .en(~csync), .reset(csync), .cnt(columnCount));
	assign isTarget = ~ io[27] ;
	always @(posedge clk4mhz) begin
		if(~vsync) begin
			refreshed <= 1;
			if(csync)begin
				numColumn <= 0;
			end
			else begin
				if(~isTarget) begin
					if((numColumn > 0) && (numColumn < 5) && ~targetDetected) begin
						targetDetected <= 1;
						targetColumn <= columnCount;
						targetLine <= lineCount;
						numColumn <= 0;
					end
					else if((numColumn > 5) && ~targetDetected) begin
						targetDetected <= 0;
						targetColumn <= 0;
						targetLine <= 0;
						numColumn <= 0;
					end
					else begin
						targetDetected <= targetDetected;
						targetColumn <= targetColumn;
						targetLine <= targetLine;
						numColumn <= 0;
					end
				end
				else begin
					targetDetected <= targetDetected;
					targetColumn <= targetColumn;
					targetLine <= targetLine;
					numColumn <= numColumn + 1'd1;
				end
			end	
		end
		else begin
			if(refreshed == 1) begin
				refreshed <= 0;
				if(targetDetected == 1) begin
					azOut <= (targetColumn < 120);
					elOut <= (targetLine < 131);
					azSpeed <= ((targetColumn < 92) || (targetColumn > 148));
					elSpeed <= ((targetLine < 100) || (targetLine > 160));
				end
				else begin
					azOut <=  0;
					elOut <=  0;
					azSpeed <= 1;
					elSpeed <= 1;
				end
			end
			targetDetected <= 0;
			targetColumn <= 0;
			targetLine <= 0;
		end
	end
	assign gate_w = ~io[31] ^ (((lineCount >= 10'd123) && (lineCount <= 10'd 133) && (columnCount >= 120) && (columnCount <= 121))
						|| ((lineCount >= 10'd127) && (lineCount <= 10'd 129) && (columnCount >= 116) && (columnCount <= 125)));
	assign gate_b = ~io[31];
	assign io[29] = azOut;
	assign io[30] = elOut;
	assign io[32] = azSpeed;
	assign io[33] = elSpeed;
	assign led[0] = isTarget;
endmodule
### design/flow/run.sh
#!/bin/bash
# OpenROAD 26Q1-2900-gdf79404cd8, Yosys 0.63+post, stock flow scripts
make -C /OpenROAD-flow-scripts/flow DESIGN_CONFIG=/design/flow/config.mk WORK_HOME=/design/flow/orfs finish
==> notes.md <==
run metrics: number of unconstrained endpoints=3, outcome=stopped before the end, DPL Wire Length=2570 um, Most used DFF post-synth=dfxtp_1, ys cells=231, average cell area after synthesis=9.35 um2, number of port buffers=4, Chip Area, Yosys=0.00216 mm2, Post-Syn Area=0.00216 mm2, fp util=0.420, First Err=[ERROR RSZ-0074] Failed to build tree from global routes for pin 'io[31]' and net 'io[31]' at grid (3450, 31050): found route to 3 pins, expected 2, Die Span X=75.5 um, Cell Type Count=43, GPL Wtd Cong=0.777, Ports=17, post-cts repair resize count=0, placed cell count=294, Post-Syn Instances=231, setup bufs post-CTS=0, num rows=26, Die Y=75.5 um, Post-synth EDFFs=10, Seq share, synth=0.491, ys async rst share=0, #FFs+latches synth=48, Stop stage=global routing (5_1_grt), largest net degree at the start of global routing=31, DP Worst Slack=1.54 ns, Ys Warns=3, hold buffers post-CTS=0
[cell usage after synthesis, types with 3 or more instances]
library cell	number	area share
dfxtp_1	38	0.35
ha_1	8	0.046
nand2_1	9	0.016
edfxtp_1	10	0.14
nand3_1	10	0.023
xor2_1	6	0.024
a21oi_1	9	0.021
xnor2_1	5	0.020
nor2_1	39	0.068
or3_1	10	0.029
o21ai_0	11	0.025
a211oi_1	4	0.014
a22oi_1	19	0.066
inv_1	11	0.019
nor2b_1	3	0.0087
clkbuf_1	7	0.012
[kinds of logic after synthesis]
kind of cell | share of synthesized area
AOI/OAI and AO/OA | 0.167
xor gates and xnor gates | 0.0446
adders and majority gates | 0.0463
buffers and inverters | 0.0481
DFF | 0.491
other | 0.00174
and+or+nand+nor | 0.201
[stage by stage]
step,util,hold WS (ns),cell area (um2)
2_1_floorplan,-,0.349,2160
3_5_place_dp,0.435,0.0667,2230
3_3_place_gp,0.435,0.0667,2230
4_1_cts,0.548,0.457,2820
