File: design.v
module comp(
	input [9 : 0] i1,
	input [9 : 0] t1,
	input [9 : 0] t2,
	output result
    );
	assign result = ((i1 <= t2) && (i1 >= t1));
endmodule
File: constraint.sdc
current_design comp

set clk_period 3.0
set clk_io_pct 0.2

create_clock -name clk0 -period $clk_period

set non_clock_inputs [all_inputs -no_clocks]
set_input_delay [expr $clk_period * $clk_io_pct] -clock clk0 $non_clock_inputs
set_output_delay [expr $clk_period * $clk_io_pct] -clock clk0 [all_outputs]
File: run.sh
#!/bin/bash
# OpenROAD 26Q1-2900-gdf79404cd8, Yosys 0.63+post, stock flow scripts
make -C /OpenROAD-flow-scripts/flow DESIGN_CONFIG=/design/flow/config.mk WORK_HOME=/design/flow/orfs finish
File: config.mk
export PLATFORM = sky130hd
export DESIGN_NAME = comp
export DESIGN_NICKNAME = comp
export VERILOG_FILES = /design/flow/design.v
export SDC_FILE = /design/flow/constraint.sdc
export NUM_CORES = 4
export LEC_CHECK = 1
export CORE_AREA = 10 10 70 70
export DIE_AREA = 0 0 80 80
==> impl_metrics.ini <==
; physical design summary
[run_status]
status = finished, final reports clean

[place]
pre_cts_slack_ps = -369.2
place_inst = 154
gp_congestion = 0.8055
dp_hpwl_mm = 1.336
port_buffers = 31
placed_cell_area_um2 = 922.1

[cells_and_area]
flops = 0
nClkBuffers = 0
regArea_um2 = 0
final_cells = 154
lay_top_count = clkdlybuf4s50_1
final_cell_area_um2 = 978.4
final_layout_size_suffix_gt1_frac = 0.1574
comb_area_um2 = 473.0
fillers = 367
final_cell_mix = clkdlybuf4s50_1, inv_1, ha_1
final_util = 0.2864
area.growth.synth_to_final_pct = 101.0

[timing]
slew_headroom = 0.8529
timing.hold.ws_ps = 2111
fin_crit_sh = 0.9592
tightest_slew_ps = 218.7
setup-violations-final = 0
rsz0062_at_grt = false
drv_slew = 0
fin_crit_ps = 2878
setup_ws_ps = 122.3
setup_tns_ps = 0
finalHoldViolCount = 0
fmax_mhz = 347.5

[drt]
dr.pass1.iters = 2
drtIter0Drc = 13
vias = 543
via_per_inst = 3.526
diodes = 0
drcViolationCount = 0
ant_nets = 0
routed_wl_mm = 1.443
post_drt_wl_per_cell_um = 9.370

[global_routing]
grt_first_pass_wirelength_mm = 2.380
grt_max_degree = 4
gr-max-usage-layer = met2
use_met1 = 0.05867
track_usage = 0.04341
grt-ovfl-total = 0
grt_use_met2 = 0.07143
grt_pass1_vias = 568
antenna_found_initial = 0
grt_use_met3 = 0.01136

[synthesis]
yosysUniqueCellTypes = 16
postSynthCellCount = 68
synthesis.area_um2 = 486.7
synth_area_per_cell_um2 = 7.158
yosys_warnings = 0
ys_chip_area_um2 = 486.7
ys_seq_share = 0
ys_cells = 68

[clock_tree]
cts_setup_buffers = 0

[job]
cap_violations = 0
openroad.warnings = 32

[power]
finalPower_mw = 0.1170
peakVddDrop_mv = 0.03977
p_leak_nw = 0.4884
power_density_nw_per_um2 = 119.6

[die]
core_area_um2 = 3416
dieArea_um2 = 6400
ios = 31
rows = 21
initCoreUtil = 0.1425
die.size.x_um = 80
die_height_um = 80

[worst_setup_path]
cp.required_ps = 2400
arrival_ps = 2280
worst_setup_path_end_kind = output port
worst-path-max-fanout = 3
worst_setup_path_start_kind = primary input
worst-setup-path-type = primary input to output port

[hold_path]
hold_path_depth = 6
holdCritPathClass = primary input to output port
==> timing repair <==
item / in CTS / in global routing
pin swaps: 1 / 3
gates cloned: 0 / 0
gates resized: 5 / 5
endpoints found under the setup margin: 1 / 1
hold buffers: 0 / 0
==> where the power goes <==
group | total, mW | internal, mW | switching [mW]
Clock | 0 | 0 | 0
Sequential | 0 | 0 | 0
Combinational | 0.117 | 0.0743 | 0.0427
==> worst max-delay path: stages <==
cell and delay [ps]:
clkdlybuf4s50_1 450, inv_1 60, ha_4 260, nand2_2 60, or4_1 510, a32oi_1 210, buf_2 130
==> Yosys cell counts <==
library cell,number,area [um^2]
o21ai_0,1,5.000
o2111ai_1,1,8.760
nor2_1,3,11.26
or4_1,1,7.510
ha_1,20,250.2
a32oi_1,1,8.760
a21o_1,2,15.01
nand2b_1,1,6.260
and4_1,1,8.760
o31ai_1,1,7.510
a21oi_1,6,30.03
inv_1,20,75.07
nand4_1,2,12.51
nand2_1,5,18.77
or3_1,1,6.260
a211oi_1,2,15.01
==> final cells by class <==
type | count | area share
multi-input combinational | 48 | 0.4834
inverter | 20 | 0.07673
tap | 46 | 0.05882
timing repair buffer | 40 | 0.3811
==> path summary, 6_finish.rpt <==
kind | from | endpoint | slack (ps)
setup / recovery | t2[5] | result | 120
hold / removal | t1[9] | result | 2110
==> cell families after synthesis <==
kind of cell               share of synthesized area
AOI/OAI and AO/OA                             0.1851
and+or+nand+nor                               0.1466
buffers and inverters                         0.1542
adders and majority gates                     0.5141
==> metal layers <==
layer / part of all wire / vias up
met3: 0.076 / 0
met4: 0 / 0
met2: 0.42 / 17
met1: 0.50 / 210
li1: - / 316
met5: 0 / -
Power is estimated from default activity; no workload was simulated.
